[flow/run.sh]
#!/bin/bash
# OpenROAD 26Q1-2900-gdf79404cd8, Yosys 0.63+post, stock flow scripts
make -C /OpenROAD-flow-scripts/flow DESIGN_CONFIG=/design/flow/config.mk WORK_HOME=/design/flow/orfs finish
[flow/config.mk]
export PLATFORM = sky130hd
export DESIGN_NAME = nv_ram_rws
export DESIGN_NICKNAME = nv_ram_rws
export VERILOG_FILES = /design/flow/design.v
export SDC_FILE = /design/flow/constraint.sdc
export NUM_CORES = 4
export LEC_CHECK = 1
export CORE_UTILIZATION = 30
[flow/constraint.sdc]
current_design nv_ram_rws

set clk_period 3.6
set clk_io_pct 0.2

create_clock -name clk0 -period $clk_period [get_ports {clk}]

set non_clock_inputs [all_inputs -no_clocks]
set_input_delay [expr $clk_period * $clk_io_pct] -clock clk0 $non_clock_inputs
set_output_delay [expr $clk_period * $clk_io_pct] -clock clk0 [all_outputs]
[flow/design.v]
`timescale 1ns/1ps
module nv_ram_rws (
  input  wire          re,
  input  wire          we,
  input  wire [4:0]    ra,
  input  wire [4:0]    wa,
  input  wire [7:0]    di,
  output wire [7:0]    dout,
  input  wire          clk,
  input  wire          reset
);
  reg        [7:0]    _zz_dout_33;
  reg        [7:0]    _zz_dout;
  reg        [7:0]    _zz_dout_1;
  reg        [7:0]    _zz_dout_2;
  reg        [7:0]    _zz_dout_3;
  reg        [7:0]    _zz_dout_4;
  reg        [7:0]    _zz_dout_5;
  reg        [7:0]    _zz_dout_6;
  reg        [7:0]    _zz_dout_7;
  reg        [7:0]    _zz_dout_8;
  reg        [7:0]    _zz_dout_9;
  reg        [7:0]    _zz_dout_10;
  reg        [7:0]    _zz_dout_11;
  reg        [7:0]    _zz_dout_12;
  reg        [7:0]    _zz_dout_13;
  reg        [7:0]    _zz_dout_14;
  reg        [7:0]    _zz_dout_15;
  reg        [7:0]    _zz_dout_16;
  reg        [7:0]    _zz_dout_17;
  reg        [7:0]    _zz_dout_18;
  reg        [7:0]    _zz_dout_19;
  reg        [7:0]    _zz_dout_20;
  reg        [7:0]    _zz_dout_21;
  reg        [7:0]    _zz_dout_22;
  reg        [7:0]    _zz_dout_23;
  reg        [7:0]    _zz_dout_24;
  reg        [7:0]    _zz_dout_25;
  reg        [7:0]    _zz_dout_26;
  reg        [7:0]    _zz_dout_27;
  reg        [7:0]    _zz_dout_28;
  reg        [7:0]    _zz_dout_29;
  reg        [7:0]    _zz_dout_30;
  reg        [7:0]    _zz_dout_31;
  reg        [4:0]    _zz_dout_32;
  wire       [31:0]   _zz_1;
  always @(*) begin
    case(_zz_dout_32)
      5'b00000 : _zz_dout_33 = _zz_dout;
      5'b00001 : _zz_dout_33 = _zz_dout_1;
      5'b00010 : _zz_dout_33 = _zz_dout_2;
      5'b00011 : _zz_dout_33 = _zz_dout_3;
      5'b00100 : _zz_dout_33 = _zz_dout_4;
      5'b00101 : _zz_dout_33 = _zz_dout_5;
      5'b00110 : _zz_dout_33 = _zz_dout_6;
      5'b00111 : _zz_dout_33 = _zz_dout_7;
      5'b01000 : _zz_dout_33 = _zz_dout_8;
      5'b01001 : _zz_dout_33 = _zz_dout_9;
      5'b01010 : _zz_dout_33 = _zz_dout_10;
      5'b01011 : _zz_dout_33 = _zz_dout_11;
      5'b01100 : _zz_dout_33 = _zz_dout_12;
      5'b01101 : _zz_dout_33 = _zz_dout_13;
      5'b01110 : _zz_dout_33 = _zz_dout_14;
      5'b01111 : _zz_dout_33 = _zz_dout_15;
      5'b10000 : _zz_dout_33 = _zz_dout_16;
      5'b10001 : _zz_dout_33 = _zz_dout_17;
      5'b10010 : _zz_dout_33 = _zz_dout_18;
      5'b10011 : _zz_dout_33 = _zz_dout_19;
      5'b10100 : _zz_dout_33 = _zz_dout_20;
      5'b10101 : _zz_dout_33 = _zz_dout_21;
      5'b10110 : _zz_dout_33 = _zz_dout_22;
      5'b10111 : _zz_dout_33 = _zz_dout_23;
      5'b11000 : _zz_dout_33 = _zz_dout_24;
      5'b11001 : _zz_dout_33 = _zz_dout_25;
      5'b11010 : _zz_dout_33 = _zz_dout_26;
      5'b11011 : _zz_dout_33 = _zz_dout_27;
      5'b11100 : _zz_dout_33 = _zz_dout_28;
      5'b11101 : _zz_dout_33 = _zz_dout_29;
      5'b11110 : _zz_dout_33 = _zz_dout_30;
      default : _zz_dout_33 = _zz_dout_31;
    endcase
  end
  assign _zz_1 = ({31'd0,1'b1} <<< wa);
  assign dout = _zz_dout_33;
  always @(posedge clk or posedge reset) begin
    if(reset) begin
      _zz_dout <= 8'h00;
      _zz_dout_1 <= 8'h00;
      _zz_dout_2 <= 8'h00;
      _zz_dout_3 <= 8'h00;
      _zz_dout_4 <= 8'h00;
      _zz_dout_5 <= 8'h00;
      _zz_dout_6 <= 8'h00;
      _zz_dout_7 <= 8'h00;
      _zz_dout_8 <= 8'h00;
      _zz_dout_9 <= 8'h00;
      _zz_dout_10 <= 8'h00;
      _zz_dout_11 <= 8'h00;
      _zz_dout_12 <= 8'h00;
      _zz_dout_13 <= 8'h00;
      _zz_dout_14 <= 8'h00;
      _zz_dout_15 <= 8'h00;
      _zz_dout_16 <= 8'h00;
      _zz_dout_17 <= 8'h00;
      _zz_dout_18 <= 8'h00;
      _zz_dout_19 <= 8'h00;
      _zz_dout_20 <= 8'h00;
      _zz_dout_21 <= 8'h00;
      _zz_dout_22 <= 8'h00;
      _zz_dout_23 <= 8'h00;
      _zz_dout_24 <= 8'h00;
      _zz_dout_25 <= 8'h00;
      _zz_dout_26 <= 8'h00;
      _zz_dout_27 <= 8'h00;
      _zz_dout_28 <= 8'h00;
      _zz_dout_29 <= 8'h00;
      _zz_dout_30 <= 8'h00;
      _zz_dout_31 <= 8'h00;
      _zz_dout_32 <= 5'h00;
    end else begin
      if(we) begin
        if(_zz_1[0]) begin
          _zz_dout <= di;
        end
        if(_zz_1[1]) begin
          _zz_dout_1 <= di;
        end
        if(_zz_1[2]) begin
          _zz_dout_2 <= di;
        end
        if(_zz_1[3]) begin
          _zz_dout_3 <= di;
        end
        if(_zz_1[4]) begin
          _zz_dout_4 <= di;
        end
        if(_zz_1[5]) begin
          _zz_dout_5 <= di;
        end
        if(_zz_1[6]) begin
          _zz_dout_6 <= di;
        end
        if(_zz_1[7]) begin
          _zz_dout_7 <= di;
        end
        if(_zz_1[8]) begin
          _zz_dout_8 <= di;
        end
        if(_zz_1[9]) begin
          _zz_dout_9 <= di;
        end
        if(_zz_1[10]) begin
          _zz_dout_10 <= di;
        end
        if(_zz_1[11]) begin
          _zz_dout_11 <= di;
        end
        if(_zz_1[12]) begin
          _zz_dout_12 <= di;
        end
        if(_zz_1[13]) begin
          _zz_dout_13 <= di;
        end
        if(_zz_1[14]) begin
          _zz_dout_14 <= di;
        end
        if(_zz_1[15]) begin
          _zz_dout_15 <= di;
        end
        if(_zz_1[16]) begin
          _zz_dout_16 <= di;
        end
        if(_zz_1[17]) begin
          _zz_dout_17 <= di;
        end
        if(_zz_1[18]) begin
          _zz_dout_18 <= di;
        end
        if(_zz_1[19]) begin
          _zz_dout_19 <= di;
        end
        if(_zz_1[20]) begin
          _zz_dout_20 <= di;
        end
        if(_zz_1[21]) begin
          _zz_dout_21 <= di;
        end
        if(_zz_1[22]) begin
          _zz_dout_22 <= di;
        end
        if(_zz_1[23]) begin
          _zz_dout_23 <= di;
        end
        if(_zz_1[24]) begin
          _zz_dout_24 <= di;
        end
        if(_zz_1[25]) begin
          _zz_dout_25 <= di;
        end
        if(_zz_1[26]) begin
          _zz_dout_26 <= di;
        end
        if(_zz_1[27]) begin
          _zz_dout_27 <= di;
        end
        if(_zz_1[28]) begin
          _zz_dout_28 <= di;
        end
        if(_zz_1[29]) begin
          _zz_dout_29 <= di;
        end
        if(_zz_1[30]) begin
          _zz_dout_30 <= di;
        end
        if(_zz_1[31]) begin
          _zz_dout_31 <= di;
        end
      end
      if(re) begin
        _zz_dout_32 <= ra;
      end
    end
  end
endmodule
==> summary.txt <==
Drt via density -> 5.44
Post-synth EDFFs -> 0
Port Buffer Count -> 29
Routed Wire Length -> 38800 um
Tool warning count -> 28
Wire length on met2 -> 16600 um
Post-synth top cells -> 276 x mux2_2, 261 x dfrtp_1, 55 x clkbuf_1
Most common cell in the synthesized netlist -> mux2_2
WL/cell -> 23.6 um
CTS root buffer -> clkbuf_16
Yosys warns -> 1
Worst-path clk slew -> 60 ps
CTS tree -> built
Power Density -> 536 nW/um^2
YS chip area -> 12400 um^2
Floorplan core density -> 30.4%
CTS Sinks -> 261
Hpwl dp -> 26200 um
Clk ins delay skew pair -> 540 ps
# fillers -> 3740
DRT iter0 DRCs -> 468
Gate power share -> 19.1%
Hold Buf Count CTS -> 0
Layout Cells excl Fill -> 1640
Distinct lib cells -> 58
Die x size -> 205 um
Sw frac -> 26.5%
Synth Cell Area -> 12400 um^2
First-pass GRT wire length -> 59300 um
Seq pwr share -> 45.6%
Pint -> 6.15 mW
Fin crit share -> 100%
Max Root-Sink Buffers -> 3
Largest net degree at the start of global routing -> 87
Achievable Freq -> 278 MHz
Cts bufs inserted -> 28
Grt ovf -> 0
Worst Path Required -> 2880 ps
Initial antenna violation count -> 0
Hold Path Depth -> 1
CP arrival -> 2880 ps
VDD IR max -> 0.378 mV
Post-layout min period -> 3600 ps
Flops out of synthesis -> 261
Gr usage total -> 19.7%
Final count of hold timing violations -> 0
Die ar. -> 42100 um^2
Logic area -> 5920 um^2
Storage element area -> 6540 um^2
Async SR Flop Fraction -> 100%
Die height -> 205 um
Crit path kind -> flop to output pin
ANT cells -> 0
Synth Area per Inst -> 12.6 um^2
Setup Skew -> 0 ps
Worst-margin pin slew -> 734 ps
Routability cong. -> 0.953
Vias in the first global route -> 9242
RSZ-0062 raised after global routing -> yes
Vias -> 8923
Mapped Cells -> 981
Worst Setup SP -> _zz_dout_32[0]
Max-cap violations -> 0
CP max FO -> 10
H-tree depth -> 1
Lkg Pwr -> 6.86 nW
Top FF cell, synth -> dfrtp_1
Sw Pwr -> 2.21 mW
Status -> complete, no violations
Io pins -> 30
Placed cell count -> 1547
Cell taking the most area after synthesis -> dfrtp_1
Layout cell share with drive strength beyond 1 -> 47.2%
Met3 wire length -> 4000 um
Clk pwr share -> 35.3%
Antenna-violating nets left -> 0
Core Rows -> 74
Max Slew Vio Count -> 0
First drt pass iteration count -> 5
FF-to-FF Start -> _zz_dout_32[1]
Register share after synthesis -> 52.7%
Setup Viol. Count Final -> 0
Cell area leaders -> dfrtp_1 53%, mux2_2 25%, nand3_1 2.2%
Worst hold path class -> flop to flop
Max-slew headroom -> 50.9%
Top cell area share -> 52.7%
Worst setup SP type -> flop
Area Growth Syn to Fin -> 25.9%
Fin util -> 38.2%
Core area -> 40800 um^2
Endpoint class of the critical path -> output pin
Hold path startpoint -> _zz_dout_6[4]
DRC Markers -> 0
Metal1 wirelength -> 16900 um
Yosys cell count -> 981
Top Layer Used -> met4
Worst r2r path cells -> 5
-- cell usage in the layout (no fill, tap or decap), types with 4 or more instances in the layout --
cell type / Yosys / layout
mux2i_1: 17 / 15
nand4_1: 17 / 17
nor2_1: 29 / 25
nand2_1: 35 / 34
clkbuf_8: 0 / 12
a2111oi_4: 0 / 7
a32oi_1: 14 / 12
a31oi_1: 8 / 6
nand2b_1: 7 / 7
a22oi_1: 12 / 8
clkbuf_16: 0 / 29
clkinv_2: 0 / 7
and3_1: 9 / 8
nor3b_1: 12 / 10
buf_4: 3 / 91
nand3_1: 54 / 50
nand3b_1: 20 / 20
nor2b_2: 0 / 5
and3b_1: 12 / 9
mux2_2: 276 / 274
a32o_1: 9 / 9
buf_6: 2 / 20
buf_12: 0 / 10
a21oi_1: 6 / 6
o21ai_2: 0 / 5
nand4b_1: 4 / 4
a22oi_2: 0 / 4
o211ai_1: 4 / 4
nand3_2: 0 / 4
nor2b_1: 10 / 5
dfrtp_1: 261 / 256
clkdlybuf4s50_1: 0 / 21
o21ai_1: 0 / 4
o21ai_0: 13 / 4
dfrtp_2: 0 / 5
a222oi_1: 5 / 5
-- cell type report --
cell class	count	share of cell area, %
clock buffers	44	5.78
clock inverters	8	0.417
inverters	2	0.0963
multi-input cells	639	37.9
flip-flops and latches	261	41.9
well taps	532	4.27
repair buffers	154	9.59
-- power by group through the flow --
| stage | sequential, mW | clock [mW] | combinational, mW |
|---|---|---|---|
| 4_1_cts | 3.81 | 3.00 | 1.54 |
| 5_1_grt | 3.89 | 3.11 | 1.72 |
| 6_report | 3.82 | 2.96 | 1.59 |
-- cells by family (layout without fill, tap and decap cells) --
logic type             count (synthesis)  in the layout  synth area share [%]
AOI/OAI and AO/OA                    112            112                  7.14
buffers and inverters                 81            208                  2.83
DFF                                  261            261                  52.7
muxes                                293            293                  26.4
and+or+nand+nor                      234            234                  10.9
-- stage by stage --
stage | total power [mW] | instance area (um^2) | setup TNS (ps) | hold WS, ps | setup slack, ps
floorplan | 4.68 | 12400 | -146570 | 471 | -562
global placement | 5.21 | 13700 | 0 | 481 | 92.4
detailed placement | 5.23 | 13700 | 0 | 484 | 133
CTS | 8.35 | 15300 | -201 | 498 | -71.7
global route | 8.72 | 15600 | -221 | 512 | -128
finish | 8.37 | 15600 | 0 | 498 | 0.250
-- final timing paths --
kind	endpoint	slack [ps]
max in group asynchronous	_zz_dout_2[2]	2090
hold reg to reg	_zz_dout_6[4]	500
min in group asynchronous	_zz_dout_26[1]	620
setup / recovery	dout[3]	0.2
hold / removal	_zz_dout_6[4]	500
setup reg to reg	_zz_dout_32[1]	2000
-- per-layer routing --
| metal | vias up | global-route usage (%) |
|---|---|---|
| met1 | 4572 | 28.6 |
| met5 | - | 0.476 |
| met2 | 363 | 28.0 |
| li1 | 3914 | - |
| met4 | 0 | 5.29 |
| met3 | 74 | 7.65 |
-- critical path, stage by stage, from the launching register on --
cell	delay [ps]
dfrtp_2	490
buf_6	150
and3_2	340
o21ai_0	210
nand4_1	130
or4_4	570
o22a_1	210
dlygate4sd2_1	250
-- repair_timing --
action,4_1_cts,5_1_grt
pin swaps,26,25
buffers inserted,29,9
gates cloned,3,0
setup endpoints to repair,8,8
gates resized,103,40
Power and IR drop assume default switching activity.
