--- design/flow/config.mk ---
export PLATFORM = sky130hd
export DESIGN_NAME = NV_NVDLA_CDMA_single_reg
export DESIGN_NICKNAME = NV_NVDLA_CDMA_single_reg
export VERILOG_FILES = /design/flow/design.v
export SDC_FILE = /design/flow/constraint.sdc
export NUM_CORES = 4
export LEC_CHECK = 1
export CORE_AREA = 10 10 81 81
export DIE_AREA = 0 0 91 91
--- design/flow/constraint.sdc ---
current_design NV_NVDLA_CDMA_single_reg

set clk_period 3.4
set clk_io_pct 0.2

create_clock -name clk0 -period $clk_period [get_ports {clk}]

set non_clock_inputs [all_inputs -no_clocks]
set_input_delay [expr $clk_period * $clk_io_pct] -clock clk0 $non_clock_inputs
set_output_delay [expr $clk_period * $clk_io_pct] -clock clk0 [all_outputs]
--- design/flow/design.v ---
`timescale 1ns/1ps
module NV_NVDLA_CDMA_single_reg (
  input  wire          reg_wr_en,
  input  wire [31:0]   reg_wr_data,
  input  wire [11:0]   reg_offset,
  output wire [31:0]   reg_rd_data,
  output wire          producer,
  output wire [3:0]    arb_weight,
  output wire [3:0]    arb_wmb,
  input  wire          flush_done,
  input  wire          consumer,
  input  wire [1:0]    status_0,
  input  wire [1:0]    status_1,
  input  wire          clk,
  input  wire          reset
);
  wire       [3:0]    _zz_H8;
  wire       [3:0]    _zz_HC;
  wire       [3:0]    _zz_H4;
  wire       [3:0]    _zz_H0;
  wire       [14:0]   _zz__zz_reg_rd_data;
  wire       [0:0]    _zz__zz_reg_rd_data_1;
  wire       [11:0]   _zz__zz_reg_rd_data_2;
  wire       [0:0]    _zz__zz_reg_rd_data_3;
  wire       [30:0]   _zz__zz_reg_rd_data_4;
  wire       [0:0]    _zz__zz_reg_rd_data_5;
  wire       [14:0]   _zz__zz_reg_rd_data_6;
  wire       [0:0]    _zz__zz_reg_rd_data_7;
  wire       [14:0]   _zz__zz_reg_rd_data_8;
  wire       [0:0]    _zz__zz_reg_rd_data_9;
  wire       [13:0]   _zz__zz_reg_rd_data_10;
  wire       [0:0]    _zz__zz_reg_rd_data_11;
  wire       [13:0]   _zz__zz_reg_rd_data_12;
  wire       [0:0]    _zz__zz_reg_rd_data_13;
  wire       [11:0]   H8;
  wire       [11:0]   HC;
  wire       [11:0]   H4;
  wire       [11:0]   H0;
  wire                nvdla_cdma_s_arbiter_0_wren;
  wire                nvdla_cdma_s_cbuf_flush_status_0_wren;
  wire                nvdla_cdma_s_pointer_0_wren;
  wire                nvdla_cdma_s_status_0_wren;
  reg        [31:0]   _zz_reg_rd_data;
  reg        [3:0]    _zz_arb_weight;
  reg        [3:0]    _zz_arb_wmb;
  reg                 _zz_producer;
  assign _zz_H8 = 4'b1000;
  assign _zz_HC = 4'b1100;
  assign _zz_H4 = 4'b0100;
  assign _zz_H0 = 4'b0000;
  assign _zz__zz_reg_rd_data_1 = 1'b0;
  assign _zz__zz_reg_rd_data = {14'd0, _zz__zz_reg_rd_data_1};
  assign _zz__zz_reg_rd_data_3 = 1'b0;
  assign _zz__zz_reg_rd_data_2 = {11'd0, _zz__zz_reg_rd_data_3};
  assign _zz__zz_reg_rd_data_5 = 1'b0;
  assign _zz__zz_reg_rd_data_4 = {30'd0, _zz__zz_reg_rd_data_5};
  assign _zz__zz_reg_rd_data_7 = 1'b0;
  assign _zz__zz_reg_rd_data_6 = {14'd0, _zz__zz_reg_rd_data_7};
  assign _zz__zz_reg_rd_data_9 = 1'b0;
  assign _zz__zz_reg_rd_data_8 = {14'd0, _zz__zz_reg_rd_data_9};
  assign _zz__zz_reg_rd_data_11 = 1'b0;
  assign _zz__zz_reg_rd_data_10 = {13'd0, _zz__zz_reg_rd_data_11};
  assign _zz__zz_reg_rd_data_13 = 1'b0;
  assign _zz__zz_reg_rd_data_12 = {13'd0, _zz__zz_reg_rd_data_13};
  assign H8 = {8'd0, _zz_H8};
  assign HC = {8'd0, _zz_HC};
  assign H4 = {8'd0, _zz_H4};
  assign H0 = {8'd0, _zz_H0};
  assign nvdla_cdma_s_arbiter_0_wren = ((reg_offset == H8) && reg_wr_en);
  assign nvdla_cdma_s_cbuf_flush_status_0_wren = ((reg_offset == HC) && reg_wr_en);
  assign nvdla_cdma_s_pointer_0_wren = ((reg_offset == H4) && reg_wr_en);
  assign nvdla_cdma_s_status_0_wren = ((reg_offset == H0) && reg_wr_en);
  always @(*) begin
    if((reg_offset == H8)) begin
        _zz_reg_rd_data = {{{producer,_zz__zz_reg_rd_data},arb_wmb},_zz__zz_reg_rd_data_2};
    end else if((reg_offset == HC)) begin
        _zz_reg_rd_data = {flush_done,_zz__zz_reg_rd_data_4};
    end else if((reg_offset == H4)) begin
        _zz_reg_rd_data = {{{producer,_zz__zz_reg_rd_data_6},consumer},_zz__zz_reg_rd_data_8};
    end else if((reg_offset == H0)) begin
        _zz_reg_rd_data = {{{status_0,_zz__zz_reg_rd_data_10},status_1},_zz__zz_reg_rd_data_12};
    end else begin
        _zz_reg_rd_data = 32'h00000000;
    end
  end
  assign reg_rd_data = _zz_reg_rd_data;
  assign arb_weight = _zz_arb_weight;
  assign arb_wmb = _zz_arb_wmb;
  assign producer = _zz_producer;
  always @(posedge clk or posedge reset) begin
    if(reset) begin
      _zz_arb_weight <= 4'b1111;
      _zz_arb_wmb <= 4'b0011;
      _zz_producer <= 1'b0;
    end else begin
      if(nvdla_cdma_s_arbiter_0_wren) begin
        _zz_arb_weight <= reg_wr_data[3 : 0];
      end
      if(nvdla_cdma_s_arbiter_0_wren) begin
        _zz_arb_wmb <= reg_wr_data[19 : 16];
      end
      if(nvdla_cdma_s_pointer_0_wren) begin
        _zz_producer <= reg_wr_data[0];
      end
    end
  end
endmodule
--- design/flow/run.sh ---
#!/bin/bash
# OpenROAD 26Q1-2900-gdf79404cd8, Yosys 0.63+post, stock flow scripts
make -C /OpenROAD-flow-scripts/flow DESIGN_CONFIG=/design/flow/config.mk WORK_HOME=/design/flow/orfs finish
==> metrics.cfg <==
[synthesis]
yosys_warnings = 1
ys.flops = 9
synth.area.top_cells = buf_4 (26%), dfstp_2 (20%), mux2_4 (15%)
synth_cells = 73
synth_cell_types = 22
yosys_area_um2 = 786
ys_seq_share = 0.296
syn_area_um2 = 786
syn_avg_cell_area_um2 = 10.8
ys_cells = 73
synth_top_cell_by_area = buf_4
top_area_frac = 0.258

[worst_setup_path]
path_class = in2out
end_kind = primary output
crit_fanout = 4
worst_ep_required_time_ns = 2.72
cp_slowest_cell = clkdlybuf4s50_1
path_buffers = 2
slowest_delay_ns = 0.50
crit_family = buffers and inverters
worstPathCellList = clkdlybuf4s50_1 > nor4_4 > nand4b_1 > nor3b_1 > clkdlybuf4s50_1
arrival_ns = 2.51
critPathMostFrequentCell = clkdlybuf4s50_1
cp-start-kind = input pin

[pwr]
p_leak_nw = 0.491
pwr_density_cell_mw_per_mm2 = 232
irDropWorstVdd_mv = 0.0683

[global_routing]
grt_pass1_vias = 650
grt_overflow = 0
track_usage = 0.0540
grt_max_degree = 11
grt_first_pass_wirelength_mm = 3.61
antenna_found_initial = 0

[clocking]
htree_num_levels = 1
cts_made_buffers = 3
cts_tree = yes
cts.clk_slew.worst_paths_ns = 0.04
ctsHoldBuffers = 0
cts_num_sinks = 9
postCtsSetupRepairBufs = 0
ctsRootBufferMaster = clkbuf_8
clk_latency_ns = 0.23
cts_resized = 0
clock_path_buffers = 2

[run]
cap_violations = 0
openroad.warnings = 49

[finish]
area_delta_synth_final_pct = 55.4
drive_above_1_share = 0.179
nFillCells = 521

[timing]
setup_violations = 0
fin_skew_ns = 0
hold_viol = 0
final.min_clock_period_ns = 3.19
rsz0062_at_grt = false
tightest_slew_ns = 0.581
hold-worst-slack_ns = 0.551
fmax_ghz = 0.314
final.setup.tns_ns = 0
final_max_slew_viol_count = 0
slew-limit-headroom = 0.613
min_period_over_period = 0.937

[placed_design]
dp_hpwl_mm = 2.04
gp_congestion = 0.744
io_buffers = 43

[detailed_routing]
drcViolationCount = 0
firstDrtPassIters = 2
drt-total-wl_mm = 2.37
detail-route-antenna-nets = 0
drt-initial-drc-count = 4
vias_per_cell = 3.23
antennaDiodeCount = 0
vias = 594
routedWlPerCell_um = 12.9

[die]
fp_util = 0.163
die_area_mm2 = 0.00828
rows = 25
coreArea_mm2 = 0.00482
chipWidth_um = 91
num_io_pins = 94
die_h_um = 91

[outcome]
outcome = completed

[min_path]
min_path_type = reg2reg

[layout make-up]
cell class	count	area (um2)	share of cell area
Tap cell	67	83.8	0.0686
Clock buffer	4	45.0	0.0369
Sequential cell	9	233	0.191
Inverter	1	3.75	0.00307
Timing Repair Buffer	44	438	0.359
Multi-Input combinational cell	59	418	0.342
[cells by family (layout without fill, tap and decap cells)]
| family | Yosys count | after routing | synth area share |
|---|---|---|---|
| buffers and inverters | 30 | 49 | 0.291 |
| other | 1 | 26 | 0.00477 |
| multiplexers | 12 | 12 | 0.205 |
| AND-OR/OR-AND | 3 | 3 | 0.0287 |
| flip-flops | 9 | 9 | 0.296 |
| AND/OR/NAND/NOR | 18 | 18 | 0.174 |
[layer usage]
metal | track usage | wire (um) | up-vias
li1 | - | - | 282
met1 | 0.0772 | 1180 | 272
met2 | 0.0800 | 1020 | 40
met3 | 0.0199 | 168 | 0
met4 | 0.00261 | 0 | 0
met5 | 0 | 0 | -
[final timing paths]
check	depth (start not counted)	slack (ns)	endpoint	startpoint
max in group asynchronous	2	2.35	_zz_arb_weight[1]	reset
min in group asynchronous	2	0.73	_zz_arb_wmb[3]	reset
min	1	0.55	_zz_arb_wmb[3]	_zz_arb_wmb[3]
max reg2reg	1	2.60	_zz_arb_wmb[2]	_zz_arb_wmb[2]
max	5	0.21	reg_rd_data[30]	reg_offset[5]
min reg2reg	1	0.55	_zz_arb_wmb[3]	_zz_arb_wmb[3]
[flip-flops by register name (all words and copies together) (netlist names)]
signal	flops
_zz_arb_weight	4
_zz_producer	1
_zz_arb_wmb	4
[synth_stat cells]
library cell / instances
nand3b_1: 1
nand4b_1: 1
and3b_1: 2
nand3_1: 1
dfrtp_1: 3
nand2_1: 2
mux2i_1: 3
nor2_1: 5
buf_4: 27
conb_1: 1
a211oi_1: 2
and4_1: 1
nor4_4: 2
dfstp_2: 6
o21a_1: 1
inv_1: 1
nand4_1: 1
nor2b_1: 1
buf_6: 2
mux2_2: 1
mux2_4: 8
nor3b_1: 1
[cell usage in the layout, fill, tap and decap left out, types with 2 or more instances in the layout]
| master | Yosys | final |
|---|---|---|
| a211oi_1 | 2 | 2 |
| and3b_1 | 2 | 2 |
| clkbuf_8 | 0 | 3 |
| clkdlybuf4s50_1 | 0 | 43 |
| conb_1 | 1 | 26 |
| dfrtp_1 | 3 | 3 |
| dfstp_2 | 6 | 6 |
| mux2_4 | 8 | 8 |
| mux2i_1 | 3 | 3 |
| nand2_1 | 2 | 2 |
| nor2_1 | 5 | 5 |
| nor4_4 | 2 | 2 |
[metrics by stage]
| stage | instances | utilization | instance area [um2] | setup WS [ns] | power, mW |
|---|---|---|---|---|---|
| after floorplan | 98 | - | 880 | 1.42 | 0.145 |
| after global routing | 184 | 0.254 | 1220 | 0.0911 | 0.306 |
| after detailed placement | 180 | 0.244 | 1180 | 0.200 | 0.164 |
| after CTS | 184 | 0.254 | 1220 | 0.176 | 0.293 |
| final | 184 | 0.254 | 1220 | 0.213 | 0.283 |
| after global placement | 180 | 0.244 | 1180 | 0.219 | 0.164 |
[where the power goes]
part / internal [mW] / leakage [nW] / switching [mW] / total, mW
Combinational: 0.0354 / 0.365 / 0.0170 / 0.0523
Sequential: 0.108 / 0.104 / 0.000352 / 0.109
Clock: 0.0816 / 0.0228 / 0.0406 / 0.122
Total: 0.225 / 0.491 / 0.0579 / 0.283
Power and IR drop assume default switching activity.
